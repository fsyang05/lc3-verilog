### /design/flow/constraint.sdc
current_design alu

set clk_period 8.5
set clk_io_pct 0.2

create_clock -name clk0 -period $clk_period [get_ports {clk}]

set non_clock_inputs [all_inputs -no_clocks]
set_input_delay [expr $clk_period * $clk_io_pct] -clock clk0 $non_clock_inputs
set_output_delay [expr $clk_period * $clk_io_pct] -clock clk0 [all_outputs]
### /design/flow/config.mk
export PLATFORM = sky130hd
export DESIGN_NAME = alu
export DESIGN_NICKNAME = alu
export VERILOG_FILES = /design/flow/design.v
export SDC_FILE = /design/flow/constraint.sdc
export NUM_CORES = 4
export LEC_CHECK = 1
export CORE_AREA = 10 10 98 98
export DIE_AREA = 0 0 108 108
### /design/flow/design.v
module alu (
    input clk,
    input signed  [15:0]  a, b,
    input   [ 3:0]  opcode,
    output  [15:0]  out,
    output  [ 2:0]  nzp
);
    reg signed [15:0] alu_out;
    assign out = alu_out;
    assign nzp[1] = (out==16'b0);  
    assign nzp[2] = out[15];  
    assign nzp[0] = !out[15];
    always @(posedge clk)
    begin
        case (opcode)
            4'b0001 :   alu_out = a + b;
            4'b0101 :   alu_out = a & b;
            4'b1001 :   alu_out = ~a;
            default :   alu_out = 16'b0;  
        endcase
    end
endmodule
### /design/flow/run.sh
#!/bin/bash
# OpenROAD 26Q1-2900-gdf79404cd8, Yosys 0.63+post, stock flow scripts
make -C /OpenROAD-flow-scripts/flow DESIGN_CONFIG=/design/flow/config.mk WORK_HOME=/design/flow/orfs finish
==> results.json <==
{
  "status": "completed",
  "io_pins": 56,
  "cp.arrival_ns": 3.98,
  "row_count": 32,
  "worstMarginPinSlew_ns": 0.904,
  "clockBufferDepth": 2,
  "period_needed_ns": 3.84,
  "htree_levels": 1,
  "via_per_inst": 4.65,
  "finalWorstSetupSlack_ns": 4.66,
  "grt_max_degree": 17,
  "crit_slowest_cell": "clkdlybuf4s50_1",
  "cts_resized": 0,
  "synth_cells": 173,
  "area_leaders": "dfxtp_1 (23%), ha_1 (14%), nand2_1 (5.0%), a21oi_1 (4.2%), a21o_1 (4.2%)",
  "grt_remaining_overflow": 0,
  "crit_path_max_incr_delay_ns": 0.42,
  "clkSlewWorstSetupHoldPaths_ns": 0.05,
  "hold_buffers": 0,
  "drtIter0Drc": 65,
  "synth_top_area_share_pct": 22.6,
  "yosys_area_mm2": 0.00142,
  "path_cells": "clkdlybuf4s50_1, ha_1, fa_1, a21o_1, a221oi_2, nor4_1, o31a_1, o31ai_1",
  "syn_area_mm2": 0.00142,
  "pre_cts_ws_ns": 4.40,
  "gr-usage-all-layers_pct": 7.63,
  "route.detailed.drc": 0,
  "crit_family": "AND-OR/OR-AND gates",
  "dieArea_mm2": 0.0117,
  "path_max_fanout": 3,
  "start_kind": "input pin",
  "pwr-share-comb_pct": 41.3,
  "setup_viol": 0,
  "p_leak_nw": 0.820,
  "synth_top_cell_by_area": "dfxtp_1",
  "setup_tns_ns": 0,
  "p_sw_uw": 65.7,
  "rsz0062_at_grt": "no",
  "cts_root_buffer": "clkbuf_8",
  "p_int_uw": 161,
  "relSlewSlack_pct": 39.6,
  "ys.flops": 16,
  "die_height_um": 108,
  "grt_pass1_vias": 1522,
  "fp_util_pct": 18.5,
  "largest_reg_flops": 16,
  "dr_total_vias": 1503,
  "holdCritPathClass": "in2reg",
  "end_kind": "flip-flop",
  "drive_gt1_share_pct": 3.62,
  "diodes": 0,
  "switching_share_pct": 29.0,
  "hold_viol": 0,
  "synth_cell_type_count": 41,
  "grt_pass1_wl_um": 7400,
  "wl_um": 4730,
  "synth_seq_share_pct": 22.6,
  "fin_hold_ws_ns": 2.11,
  "firstDrtPassIters": 4,
  "coreArea_mm2": 0.00765,
  "cts_tree": "built",
  "warning_count": 25,
  "cp.buffers_inverters": 1,
  "hold_depth": 2,
  "path_class": "in2reg",
  "io_buffers": 55,
  "fmax_mhz": 261,
  "layout_top_cells": "clkdlybuf4s50_1 (55), nand2_1 (19), ha_1 (16), dfxtp_1 (16), a21oi_1 (12)",
  "routedWlPerCell_um": 14.6,
  "powerDensity_mw_per_mm2": 108,
  "clkPwrFrac_pct": 22.9,
  "ant_nets": 0,
  "finalClockPeriodUsage_pct": 45.2,
  "cts.sinks": 16,
  "ys_cells": 173,
  "required_ns": 8.64,
  "cts_buffers": 3,
  "total_power_uw": 227,
  "hold_start": "a[4]",
  "ys.warnings.count": 1,
  "cts_setup_buffers": 0,
  "vdd_ir_drop_max_uv": 36.9,
  "routabilityCongestion": 0.866,
  "die_x_um": 108,
  "layout_top_cell": "clkdlybuf4s50_1",
  "area_growth_pct": 48.4,
  "slew_viol_final": 0,
  "antenna_found_initial": 0,
  "dp_hpwl_um": 3990,
  "avgSynthCellArea_um2": 8.19,
  "min_to": "alu_out[4]",
  "cap_violations": 0,
  "pwr-share-seq_pct": 35.8
}
==> synthesized netlist by cell type <==
cell       instances
buf_4              1
o32ai_1            1
nand4_1            3
o21bai_1           2
nand2_1           19
xnor2_1            4
o31a_1             2
o21ai_1            1
a211oi_1           1
a31oi_1            2
a31o_2             1
a22oi_1            4
fa_1               1
xor2_1             4
mux2i_1            3
clkbuf_1           8
inv_1              2
a41oi_1            1
or4b_1             1
nor2_1            11
nor3_1             5
ha_1              16
nor4b_2            1
o31ai_1            4
buf_2              2
nand3_1            1
nand4bb_1          1
o21a_1             4
a221o_1            2
a21o_1             8
nor4bb_1           1
a221oi_2           1
dfxtp_1           16
a2bb2oi_1          1
a21oi_1           12
and3_1             2
o21ai_0            8
a221oi_1           2
and4_1             1
nor4_1             7
o221ai_1           6
==> power by group through the flow <==
stage | combinational [mW] | sequential, mW | clock, mW
CTS | 0.0942 | 0.0811 | 0.0535
global route | 0.104 | 0.0815 | 0.0574
finish | 0.0937 | 0.0811 | 0.0519
==> cells by family after synthesis <==
| group | count (synthesis) | share of synthesized area [%] |
|---|---|---|
| flops | 16 | 22.6 |
| xor+xnor | 8 | 4.95 |
| compound gates | 63 | 31.6 |
| mux | 3 | 2.12 |
| simple gates | 53 | 19.3 |
| buf+inv | 13 | 3.89 |
| fa+ha+maj | 17 | 15.5 |
==> final cells by class <==
class	count	area (µm²)
tap	102	128
fill	805	5550
clock buffer	3	41.3
sequential	16	320
multi-input combinational	144	1050
inverter	2	7.51
timing repair buffer	56	558
==> routing by layer <==
metal  part of all wire, %  up-vias  track usage (%)  wire length (µm)
li1                      -      773                -                 -
met1                    46      677             9.99              2200
met2                    43       47             12.5              2020
met3                   9.7        6             2.29               459
met4                   1.0        0            0.859                48
met5                     0        -                0                 0
==> worst max-delay path by stage <==
stage     depth (start not counted)  startpoint           to
4_1_cts                           8        a[0]  alu_out[14]
5_1_grt                           8        a[0]  alu_out[14]
6_report                          8        a[0]  alu_out[14]
==> through the flow <==
stage / cell area (µm²) / util (%) / instances
3_5_place_dp: 2060 / 26.9 / 320
5_1_grt: 2100 / 27.5 / 323
6_report: 2100 / 27.5 / 323
2_1_floorplan: 1420 / - / 173
4_1_cts: 2100 / 27.5 / 323
3_3_place_gp: 2060 / 26.9 / 320
Power is estimated from default activity; no workload was simulated.
